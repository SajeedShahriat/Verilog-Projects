[/design/flow/design.v]
module comparator (
	a,
	b,
	a_less_b,
	a_equal_b,
	a_greater_b
);  
input [1:0] a;
input [1:0] b;
output a_less_b;
output a_equal_b;
output a_greater_b;
wire [1:0] a;
wire [1:0] b;
reg a_less_b;
reg a_equal_b;
reg a_greater_b;
always @ (a or b)
	begin
		if (a < b)
			begin
				a_less_b <= 1'b1;
				a_equal_b <= 1'b0;
				a_greater_b <= 1'b0;
			end
		else if (a == b)
			begin
				a_less_b <= 1'b0;
				a_equal_b <= 1'b1;
				a_greater_b <= 1'b0;
			end
		else if (a > b)
			begin
				a_less_b <= 1'b0;
				a_equal_b <= 1'b0;
				a_greater_b <= 1'b1;	
			end
	end
endmodule  
[/design/flow/run.sh]
#!/bin/bash
# OpenROAD 26Q1-2900-gdf79404cd8, Yosys 0.63+post, stock flow scripts
make -C /OpenROAD-flow-scripts/flow DESIGN_CONFIG=/design/flow/config.mk WORK_HOME=/design/flow/orfs finish
[/design/flow/config.mk]
export PLATFORM = sky130hd
export DESIGN_NAME = comparator
export DESIGN_NICKNAME = comparator
export VERILOG_FILES = /design/flow/design.v
export SDC_FILE = /design/flow/constraint.sdc
export NUM_CORES = 4
export LEC_CHECK = 1
export CORE_AREA = 10 10 70 70
export DIE_AREA = 0 0 80 80
[/design/flow/constraint.sdc]
current_design comparator

set clk_period 2.3
set clk_io_pct 0.2

create_clock -name clk0 -period $clk_period

set non_clock_inputs [all_inputs -no_clocks]
set_input_delay [expr $clk_period * $clk_io_pct] -clock clk0 $non_clock_inputs
set_output_delay [expr $clk_period * $clk_io_pct] -clock clk0 [all_outputs]
==> run notes <==
flow finished, numbers: global route overflow=0, Synthesis Warnings=1, # Post-CTS Setup Buffers=0, final WL=268 um, Yosys top cell by area=dlxtn_1, fin crit share=0.963, outcome=completed, standard-cell rows=21, via count=107, Ant. Diodes=0, worst vdd ir=0.0479 mV, post-DP HPWL=238 um, DRT Pass-1 Iters=1, vias per cell=1.55, P_sw=12.4 uW, Place WS=-448 ps, Pwr Density=135 nW/um2, PortBufs=7, Placer Congestion=0.599, sequential share of power=0.182, vias in the first global route=130, top cells by area=dlxtn_1, ha_1, nor2b_4, ys cells=14, starting density of the core=0.0348, Max Clk Rate=451 MHz, CP endpoint kind=output pin, Slew Viols, Final=0, Util after Layout=0.0806, number of unconstrained endpoints=3, clock network fraction of total power=0, register pins left without a clock=3, sequential cell area=45.0 um2, Die Area=6400 um2, tool warnings=32, DRC=0, Startpoint Class=input pin, final hold violations=0, combinational share of power=0.818, logic area=100 um2, arrival time worst endpoint=1750 ps, post-CTS sizing=14, Chip Area, Yosys=119 um2, Distinct lib cells used=9, Worst EP required=1840 ps, fin area=275 um2, area grow syn2layout=132%, WL per Instance=3.88 um, syn avg cell area=8.49 um2, # setup viols final=0, Filler Cells Inserted=412, first-pass GRT wire length=489 um, I/O pin cnt=7, FF+latch count, synth=3, crit-path max FO=2, initial antenna violation count=0, Chip Width=80 um, min Tclk post-route=2210 ps, Post-Place Cell Area=254 um2, largest net degree at the start of global routing=4, hold buffer count at cts=0, final setup margin=85.2 ps, Commonest Layout Cell=dlygate4sd2_1, GRT Total Usage=0.00878, synthesized cell area=119 um2, maxcap violations=0, Cells after Synth=14, Crit Path Class=in -> out, Die Span Y=80 um, Max-area cell share=0.379, drt initial violations=0, most frequent cells in the layout=dlygate4sd2_1, dlxtn_1, conb_1, sw frac=0.333, RSZ-0062 raised after global routing=false, antenna-violating nets left=0, layout cells sized above 1=0.304, Power Internal=24.8 uW, Leakage=0.117 nW, core area=3420 um2
[cell type report]
cell class | instances | area share
Inverter | 3 | 0.0409
Multi-Input combinational cell | 10 | 0.364
Sequential cell | 3 | 0.164
Tap cell | 46 | 0.209
Timing Repair Buffer | 7 | 0.223
[kinds of logic after synthesis]
logic type,synth area share
AOI/OAI and AO/OA,0.105
adders and majority gates,0.210
buffers and inverters,0.0947
latches,0.379
other,0.0315
and+or+nand+nor,0.179
[registers in the layout, indices dropped and copies added (netlist names)]
signal / count
a_greater_b: 1
a_less_b: 1
a_equal_b: 1
[cells in the mapped netlist, drive strengths merged]
cell	n
nor2b	1
dlxtn	3
conb	1
ha	2
nand2	1
inv	3
nor2	1
a21oi	1
o21a	1
[worst max path at each step]
stage | to | slack, ps | startpoint | depth (start not counted)
4_1_cts | a_greater_b | 70 | a[1] | 6
5_1_grt | a_greater_b | 40 | a[1] | 6
6_report | a_greater_b | 90 | a[1] | 6
[through the flow]
step / setup TNS (ps) / total power, mW / std cells
final: 0 / 0.0371 / 69
after floorplan: 0 / 0.0192 / 16
after global placement: -1250 / 0.0341 / 69
after detailed placement: -1270 / 0.0344 / 69
after CTS: 0 / 0.0381 / 69
after global routing: 0 / 0.0418 / 69
[per-layer routing]
layer / global-route usage / vias to the layer above / share of wire
met3: 0.00341 / 0 / 0.090
met5: 0 / - / 0
met1: 0.0106 / 44 / 0.53
li1: - / 57 / -
met2: 0.0152 / 6 / 0.37
met4: 0 / 0 / 0
[critical path: stages]
cell and delay [ps]:
dlygate4sd2_1 260, ha_4 270, nor2b_4 140, o21a_1 110, dlxtn_1 320, dlygate4sd2_1 200
[power by group through the flow]
stage         clock network, mW  registers, mW  logic (mW)
CTS                           0        0.00676      0.0313
global route                  0        0.00701      0.0348
finish                        0        0.00676      0.0304
No activity file was given, so power comes from the tool's default toggle rates.
